File: /design/flow/design.v
`timescale 1ns / 1ps
module PAUSEctrl(IR_D,IR_E,IR_M,pcen,IR_Eclr,enD,Busy);
	input [31:0] IR_D,IR_E,IR_M;
	input Busy;
	output pcen,IR_Eclr,enD;
	wire IfB,IfJr,If_mult_cal;
	reg pause;
	wire lw_E,lw_M;
	assign IfB=(IR_D[31:26]==6'b000100)? 1 : 	 
				  (IR_D[31:26]==6'b000101)? 1 :	 
				  (IR_D[31:26]==6'b000111)? 1 :	 
				  (IR_D[31:26]==6'b000001)? 1 :	 
				  (IR_D[31:26]==6'b000110)? 1 :	 
				  (IR_D[31:26]==6'b000001)? 1 :	 
					0 ;
	assign IfJr=((IR_D[31:26]==6'b000000)&(IR_D[5:0]==6'b001000))?1: 
					((IR_D[31:26]==6'b000000)&(IR_D[5:0]==6'b001001))?1: 
					0;	
	assign If_mult_cal=  ((IR_D[31:26]==6'b000000)&(IR_D[5:0]==6'b011000))?1:	 
								((IR_D[31:26]==6'b000000)&(IR_D[5:0]==6'b011001))?1:	 
								((IR_D[31:26]==6'b000000)&(IR_D[5:0]==6'b011010))?1:	 
								((IR_D[31:26]==6'b000000)&(IR_D[5:0]==6'b011011))?1:	 
								((IR_D[31:26]==6'b000000)&(IR_D[5:0]==6'b010001))?1:	 
								((IR_D[31:26]==6'b000000)&(IR_D[5:0]==6'b010011))?1:	 
								((IR_D[31:26]==6'b000000)&(IR_D[5:0]==6'b010000))?1:	 
								((IR_D[31:26]==6'b000000)&(IR_D[5:0]==6'b010010))?1:	 
								((IR_D[31:26]==6'b011100)&(IR_D[5:0]==6'b000100))?1:	 
								0;
	assign lw_E= (IR_E[31:26]==6'b100011)?	1:	 
		          (IR_E[31:26]==6'b100000)? 1:	 
					 (IR_E[31:26]==6'b100100)? 1:	 
					 (IR_E[31:26]==6'b100001)? 1:	 
					 (IR_E[31:26]==6'b100101)? 1:	 
					  0;  
	assign lw_M= (IR_M[31:26]==6'b100011)?	1:	 
		          (IR_M[31:26]==6'b100000)? 1:	 
					 (IR_M[31:26]==6'b100100)? 1:	 
					 (IR_M[31:26]==6'b100001)? 1:	 
					 (IR_M[31:26]==6'b100101)? 1:	 
					  0;  
	initial
		begin
		pause=0;
		end
	always@(*)
	begin
	pause=((IfB|IfJr)&(IR_E!=32'b0)&((IR_D[25:21]==IR_E[20:16])|(IR_D[25:21]==IR_E[15:11])|(IR_D[20:16]==IR_E[20:16])|(IR_D[20:16]==IR_E[15:11])))?1:
			((IfB|IfJr)&lw_M&((IR_M[20:16]==IR_D[25:21])|(IR_M[20:16]==IR_D[20:16])))? 1:
			(lw_E&((IR_E[20:16]==IR_D[25:21])|(IR_E[20:16]==IR_D[20:16])))?       1:
			(Busy&If_mult_cal)  ?       1:
			0;
	end
	assign pcen=~pause;
	assign IR_Eclr=pause;
	assign enD=~pause;
endmodule
File: /design/flow/run.sh
#!/bin/bash
# OpenROAD 26Q1-2900-gdf79404cd8, Yosys 0.63+post, stock flow scripts
make -C /OpenROAD-flow-scripts/flow DESIGN_CONFIG=/design/flow/config.mk WORK_HOME=/design/flow/orfs finish
File: /design/flow/config.mk
export PLATFORM = sky130hd
export DESIGN_NAME = PAUSEctrl
export DESIGN_NICKNAME = PAUSEctrl
export VERILOG_FILES = /design/flow/design.v
export SDC_FILE = /design/flow/constraint.sdc
export NUM_CORES = 4
export LEC_CHECK = 1
export CORE_AREA = 10 10 70 70
export DIE_AREA = 0 0 80 80
File: /design/flow/constraint.sdc
current_design PAUSEctrl

set clk_period 2.6
set clk_io_pct 0.2

create_clock -name clk0 -period $clk_period

set non_clock_inputs [all_inputs -no_clocks]
set_input_delay [expr $clk_period * $clk_io_pct] -clock clk0 $non_clock_inputs
set_output_delay [expr $clk_period * $clk_io_pct] -clock clk0 [all_outputs]
==> run notes <==
The tools report the number of antenna violations at the first check in global routing as 0. TritonRoute reported its final design rule violation total as 0. The run gives 0 for the final max-slew violation count.

The cell count listed in synth_stat.txt was 80. The layout cell share with drive strength beyond 1 is 0.335, and the arrival time reported for the critical path endpoint is 2020 ps. Fill cells in the final layout number 351. The routed layout has 938 vias. For the relative slew slack, the log shows 0.786. According to the floorplan report, the placeable core area is 3420 um2.

The detailed router finished its first iteration with 37 violations. The mapped netlist covers 578 um2. Looking at the hold checks, the worst path lands on enD. Per the STA report, the cell with the highest stage delay on the worst path is sky130_fd_sc_hd__o311ai_4. The run gives 0.000772 uW as the total leakage power.

The die footprint is 6400 um2. The run gives 25 as the count of distinct cell types in the synthesized netlist. The required time at the worst endpoint is listed as 2080 ps. Tool warning count: 63. The count of antenna diodes in the layout is 0. The signal on the critical path passes through dlygate4sd2_1 -> buf_4 -> xnor2_1 -> nand3_1 -> o311ai_4 -> buf_4 -> a211o_1 -> buf_2. With the Yosys warning count at 1, the share of synthesized cell area in and, or, nand and nor gates is 0.370. The detailed-router iteration count before antenna repair was 2. Setup slack closes at 62.2 ps. The final layout report lists a clock buffer count of 0. The most frequently used library cell after synthesis is sky130_fd_sc_hd__xor2_1.

According to the cell report, flip-flops and latches in the layout number 0. The delay of the slowest critical-path stage was 390 ps. The tightest hold margin is 1690 ps, and the xor and xnor fraction of the mapped netlist area is 0.455. The compound-cell area share of the yosys netlist works out to 0.143.

The via-per-instance ratio works out to 4.23. Power spread over the standard cell area amounts to 132 nW/um2. The die extent in y is 80 um.

The highest fanout seen on the critical path was 2; the layout overhead on the synthesized area was 186%. The highest achievable clock rate came out at 394 MHz. Endpoints with negative setup slack in the final report add up to 0. The logs give 5 for the pin count of the biggest net entering global routing and 0 um2 for the sequential cell area in the final layout.

Half-perimeter wire length after detailed placement: 2.74 mm. The number of port buffers came out at 69. Per the synthesis report, the dominant area consumer among library cells is sky130_fd_sc_hd__xor2_1. RePlAce ended its routability-driven mode at a weighted congestion of 0.839. The area share of the largest cell type after synthesis was 0.318.

Source of the worst hold timing path: IR_E[29]. In this design, the critical path's most frequently occurring cell is sky130_fd_sc_hd__buf_4. The antenna violation net count after detailed routing is 0, and the mux contribution to synthesized area is 0. 100 I/O pins were placed. After synthesis, the chip area reported by Yosys is 578 um2. Adder-cell share of the synthesized area: 0. The overall track demand over capacity in global routing came out at 0.0945. With the average footprint of a synthesized cell at 7.23 um2, the starting density of the core is 0.169.

The share of the cycle needed by the critical path after routing is 0.976. The synthesis report lists the most area-consuming cells as sky130_fd_sc_hd__xor2_1, sky130_fd_sc_hd__xnor2_1, sky130_fd_sc_hd__nor4_1. The worst hold path class is primary input to output port. The worst hold path was traced through 6 stages.

The total routed wirelength was 3.21 mm. Worst-margin pin slew: 321 ps. The worst setup path is captured at an output port. The run gives 80 for the synthesized netlist cell count. IR analysis of the VDD net gives a maximum drop of 0.0453 mV. The path type of the worst setup path was primary input to output port. The run gives 21 for the number of placement rows. Per the run summary, max-cap violations total 0. The shortest clock period the worst path allows after layout was 2540 ps. The run finished with clean final reports.

Adding up every negative setup slack in the final design gives 0 ps. The tools report the first-pass GRT wire length as 4.98 mm. Overflow left after global routing: 0. The horizontal die size is 80 um. Main logic family after synthesis: XOR/XNOR gates.

Startpoint class of the critical path: a primary input. The commonest cells after synthesis are sky130_fd_sc_hd__xor2_1, sky130_fd_sc_hd__nor4_1, sky130_fd_sc_hd__xnor2_1. The sequential cell area fraction in the yosys report was 0; the worst setup timing slack at the placement stage was -521 ps.

Per the final timing report, the hold violations number 0. The number of global-route vias before repair is 1084, and the wire length per cell is 14.4 um.
-- metrics by stage --
stage / util / cell area, um2 / cells / power (uW)
floorplan: - / 578 / 80 / 53.3
global placement: 0.439 / 1500 / 218 / 208
detailed placement: 0.439 / 1500 / 218 / 210
CTS: 0.460 / 1570 / 222 / 211
global route: 0.484 / 1650 / 222 / 237
finish: 0.484 / 1650 / 222 / 219
-- worst max-delay path: cells and delay by family --
family	cells	cell delay [ps]
buffers and inverters	4	670
AOI/OAI and AO/OA	2	490
xor gates and xnor gates	1	190
and+or+nand+nor	1	150
-- layout make-up --
class | instances | area [um2] | area share
repair buffers | 97 | 882 | 0.534
inverters | 3 | 11.3 | 0.00682
multi-input cells | 76 | 701 | 0.424
well taps | 46 | 57.6 | 0.0348
-- worst max path at each step --
stage,from,to,slack (ps),cells after the start
final,IR_D[20],IR_Eclr,60,8
after global routing,IR_E[2],pcen,-3,8
after CTS,IR_E[2],IR_Eclr,9,8
-- per-layer routing --
layer  wire length (um)  global-route usage  share of wire
met1               1390               0.119           0.43
met2               1500               0.159           0.47
met3                314              0.0352          0.098
met4                  0                   0              0
met5                  0                   0              0
-- power breakdown --
group	internal, uW	switching [uW]
Sequential	0	0
Combinational	134	85.1
Clock	0	0
-- layout by cell type (no fill, tap or decap), types with 3 or more instances in the layout --
master                            count
sky130_fd_sc_hd__clkdlybuf4s15_1      8
sky130_fd_sc_hd__xnor2_1              9
sky130_fd_sc_hd__clkdlybuf4s50_1     18
sky130_fd_sc_hd__clkbuf_2             4
sky130_fd_sc_hd__nor2_1               3
sky130_fd_sc_hd__nor3_2               3
sky130_fd_sc_hd__xor2_1              19
sky130_fd_sc_hd__inv_1                3
sky130_fd_sc_hd__nor4_2               7
sky130_fd_sc_hd__dlygate4sd2_1       24
sky130_fd_sc_hd__buf_4               26
sky130_fd_sc_hd__nor4_1               3
sky130_fd_sc_hd__dlymetal6s2s_1      12
sky130_fd_sc_hd__nand3_1              4
sky130_fd_sc_hd__buf_2                3
-- repair_timing --
item,4_1_cts,5_1_grt
pin swaps,24,27
gates cloned,0,0
buffers inserted,4,0
hold buffers,0,0
endpoints found under the setup margin,3,3
endpoints found under the hold margin,0,0
gates resized,62,38
-- logic make-up after synthesis --
kind of cell	count (synthesis)
xor gates and xnor gates	30
AOI/OAI and AO/OA	11
buffers and inverters	4
and+or+nand+nor	35
Power figures rest on the tool's default switching activity, not on a simulated workload.
